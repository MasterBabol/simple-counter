File: flow/run.sh
#!/bin/bash
# OpenROAD 26Q1-2900-gdf79404cd8, Yosys 0.63+post, stock flow scripts
make -C /OpenROAD-flow-scripts/flow DESIGN_CONFIG=/design/flow/config.mk WORK_HOME=/design/flow/orfs finish
File: flow/config.mk
export PLATFORM = sky130hd
export DESIGN_NAME = simple_counter
export DESIGN_NICKNAME = simple_counter
export VERILOG_FILES = /design/flow/design.v
export SDC_FILE = /design/flow/constraint.sdc
export NUM_CORES = 4
export LEC_CHECK = 1
export CORE_UTILIZATION = 50
File: flow/constraint.sdc
current_design simple_counter

set clk_period 8.3
set clk_io_pct 0.2

create_clock -name clk0 -period $clk_period [get_ports {clk}]

set non_clock_inputs [all_inputs -no_clocks]
set_input_delay [expr $clk_period * $clk_io_pct] -clock clk0 $non_clock_inputs
set_output_delay [expr $clk_period * $clk_io_pct] -clock clk0 [all_outputs]
File: flow/design.v
`timescale 1ns/1ps
module axi4l_sif
#
(
    parameter axi4l__addr_width   = 64    ,
    parameter axi4l__data_width   = 32
)
(
    sys__clk             ,
    sys__srstn           ,
    axi4l__s_awaddr      ,
    axi4l__s_awprot      ,
    axi4l__s_awvalid     ,
    axi4l__s_awready     ,
    axi4l__s_wdata       ,
    axi4l__s_wstrb       ,
    axi4l__s_wvalid      ,
    axi4l__s_wready      ,
    axi4l__s_bresp       ,
    axi4l__s_bvalid      ,
    axi4l__s_bready      ,
    axi4l__s_araddr      ,
    axi4l__s_arprot      ,
    axi4l__s_arvalid     ,
    axi4l__s_arready     ,
    axi4l__s_rdata       ,
    axi4l__s_rresp       ,
    axi4l__s_rvalid      ,
    axi4l__s_rready      ,
    acc__waddr           ,
    acc__wdata           ,
    acc__wstrb           ,
    acc__wvalid          ,
    acc__wready          ,
    acc__raddr           ,
    acc__rdata           ,
    acc__rvalid          ,
    acc__rready
);
    input                                   sys__clk            ;
    input                                   sys__srstn          ;
    input   [axi4l__addr_width - 1:0]       axi4l__s_awaddr     ;
    input   [2:0]                           axi4l__s_awprot     ;
    input                                   axi4l__s_awvalid    ;
    output                                  axi4l__s_awready    ;
    input   [axi4l__data_width - 1:0]       axi4l__s_wdata      ;
    input   [axi4l__data_width / 8 - 1:0]   axi4l__s_wstrb      ;
    input                                   axi4l__s_wvalid     ;
    output                                  axi4l__s_wready     ;
    output  [1:0]                           axi4l__s_bresp      ;
    output                                  axi4l__s_bvalid     ;
    input                                   axi4l__s_bready     ;
    input   [axi4l__addr_width - 1:0]       axi4l__s_araddr     ;
    input   [2:0]                           axi4l__s_arprot     ;
    input                                   axi4l__s_arvalid    ;
    output                                  axi4l__s_arready    ;
    output  [axi4l__data_width - 1:0]       axi4l__s_rdata      ;
    output  [1:0]                           axi4l__s_rresp      ;
    output                                  axi4l__s_rvalid     ;
    input                                   axi4l__s_rready     ;
    output  [axi4l__addr_width - 1:0]       acc__waddr          ;
    output  [axi4l__data_width - 1:0]       acc__wdata          ;
    output  [axi4l__data_width / 8 - 1:0]   acc__wstrb          ;
    output                                  acc__wvalid         ;
    input                                   acc__wready         ;
    output  [axi4l__addr_width - 1:0]       acc__raddr          ;
    input   [axi4l__data_width - 1:0]       acc__rdata          ;
    output                                  acc__rvalid         ;
    input                                   acc__rready         ;
    reg     [axi4l__addr_width - 1:0]       r_reged_waddr       ;
    reg     [axi4l__data_width - 1:0]       r_reged_wdata       ;
    reg     [axi4l__data_width / 8 - 1:0]   r_reged_wstrb       ;
    localparam state_wch_req        = 0;
    localparam state_wch_resp       = 1;
    localparam state_wch_idle       = 2;
    reg [state_wch_idle:0]  r_wch_cur_state     ;
    reg [state_wch_idle:0]  r_wch_next_state    ;
    always @ (posedge sys__clk)
        if (!sys__srstn)
        begin
            r_wch_cur_state <= 'b0;
            r_wch_cur_state[state_wch_idle] <= 1'b1;
        end
        else
            r_wch_cur_state <= r_wch_next_state;
    wire    w_s_wch_accept;
    assign  w_s_wch_accept = axi4l__s_awvalid && axi4l__s_wvalid;
    always @ (*)
    begin
        r_wch_next_state = 'b0;
        case (1'b1)
        r_wch_cur_state[state_wch_idle]:
            if (w_s_wch_accept)
                r_wch_next_state[state_wch_req] = 1'b1;
            else
                r_wch_next_state[state_wch_idle] = 1'b1;
        r_wch_cur_state[state_wch_req]:
            if (acc__wready)
                r_wch_next_state[state_wch_resp] = 1'b1;
            else
                r_wch_next_state[state_wch_req] = 1'b1;
        r_wch_cur_state[state_wch_resp]:
            if (axi4l__s_bready)
                r_wch_next_state[state_wch_idle] = 1'b1;
            else
                r_wch_next_state[state_wch_resp] = 1'b1;
        default:
            r_wch_next_state[state_wch_idle] = 1'b1;
        endcase
    end
    assign axi4l__s_awready  = (r_wch_cur_state[state_wch_idle] == 1'b1) && w_s_wch_accept;
    assign axi4l__s_wready   = (r_wch_cur_state[state_wch_idle] == 1'b1) && w_s_wch_accept;
    assign acc__wvalid       = (r_wch_cur_state[state_wch_req] == 1'b1);
    assign axi4l__s_bvalid   = (r_wch_cur_state[state_wch_resp] == 1'b1);
    assign axi4l__s_bresp    = 2'b00;
    always @ (posedge sys__clk)
        if (!sys__srstn)
            r_reged_waddr <= 'b0;
        else
            if (axi4l__s_awvalid && axi4l__s_awready)
                r_reged_waddr <= axi4l__s_awaddr;
    assign acc__waddr = r_reged_waddr;
    always @ (posedge sys__clk)
        if (!sys__srstn)
        begin
            r_reged_wdata <= 'b0;
            r_reged_wstrb <= 'b0;
        end
        else
            if (axi4l__s_wvalid && axi4l__s_wready)
            begin
                r_reged_wdata <= axi4l__s_wdata;
                r_reged_wstrb <= axi4l__s_wstrb;
            end
    assign acc__wdata = r_reged_wdata;
    assign acc__wstrb = r_reged_wstrb;
    reg     [axi4l__addr_width - 1:0]        r_reged_raddr       ;
    reg     [axi4l__data_width - 1:0]        r_reged_rdata       ;
    localparam state_rch_req        = 0;
    localparam state_rch_resp       = 1;
    localparam state_rch_idle       = 2;
    reg [state_rch_idle:0]  r_rch_cur_state     ;
    reg [state_rch_idle:0]  r_rch_next_state    ;
    always @ (posedge sys__clk)
        if (!sys__srstn)
        begin
            r_rch_cur_state <= 'b0;
            r_rch_cur_state[state_rch_idle] <= 1'b1;
        end
        else
            r_rch_cur_state <= r_rch_next_state;
    always @ (*)
    begin
        r_rch_next_state = 'b0;
        case (1'b1)
        r_rch_cur_state[state_rch_idle]:
            if (axi4l__s_arvalid)
                r_rch_next_state[state_rch_req] = 1'b1;
            else
                r_rch_next_state[state_rch_idle] = 1'b1;
        r_rch_cur_state[state_rch_req]:
            if (acc__rready)
                r_rch_next_state[state_rch_resp] = 1'b1;
            else
                r_rch_next_state[state_rch_req] = 1'b1;
        r_rch_cur_state[state_rch_resp]:
            if (axi4l__s_rready)
                r_rch_next_state[state_rch_idle] = 1'b1;
            else
                r_rch_next_state[state_rch_resp] = 1'b1;
        default:
            r_rch_next_state[state_rch_idle] = 1'b1;
        endcase
    end
    assign axi4l__s_arready  = (r_rch_cur_state[state_rch_idle] == 1'b1);
    assign acc__rvalid       = (r_rch_cur_state[state_rch_req] == 1'b1);
    assign axi4l__s_rvalid   = (r_rch_cur_state[state_rch_resp] == 1'b1);
    assign axi4l__s_rresp    = 2'b00;
    always @ (posedge sys__clk)
        if (!sys__srstn)
            r_reged_raddr <= 'b0;
        else
            if (axi4l__s_arvalid && axi4l__s_arready)
                r_reged_raddr <= axi4l__s_araddr;
    assign acc__raddr = r_reged_raddr;
    always @ (posedge sys__clk)
        if (!sys__srstn)
            r_reged_rdata <= 'b0;
        else
            if (acc__rvalid && acc__rready)
                r_reged_rdata <= acc__rdata;
    assign axi4l__s_rdata = r_reged_rdata;
endmodule
`timescale 1ns/1ps
module simple_counter
#
(
    parameter integer axi_addr_width    = 32,
    parameter integer p_axi_data_width  = 128
)
(
    clk                 ,
    srstn               ,
    enable              ,
    s_axi_ctl_awaddr    ,
    s_axi_ctl_awvalid   ,
    s_axi_ctl_awready   ,
    s_axi_ctl_wdata     ,
    s_axi_ctl_wstrb     ,
    s_axi_ctl_wvalid    ,
    s_axi_ctl_wready    ,
    s_axi_ctl_bresp     ,
    s_axi_ctl_bvalid    ,
    s_axi_ctl_bready    ,
    s_axi_ctl_araddr    ,
    s_axi_ctl_arvalid   ,
    s_axi_ctl_arready   ,
    s_axi_ctl_rdata     ,
    s_axi_ctl_rvalid    ,
    s_axi_ctl_rready    ,
    s_axi_ctl_rresp     ,
    p_axi_wvalid        ,
    p_axi_wready        ,
    p_axi_wstrb
);
    input                               clk                 ;
    input                               srstn               ;
    input                               enable              ;
    input   [axi_addr_width - 1:0]      s_axi_ctl_awaddr    ;
    input                               s_axi_ctl_awvalid   ;
    output                              s_axi_ctl_awready   ;
    input   [32 - 1:0]                  s_axi_ctl_wdata     ;
    input   [32/8 - 1:0]                s_axi_ctl_wstrb     ;
    input                               s_axi_ctl_wvalid    ;
    output                              s_axi_ctl_wready    ;
    output  [1:0]                       s_axi_ctl_bresp     ;
    output                              s_axi_ctl_bvalid    ;
    input                               s_axi_ctl_bready    ;
    input   [axi_addr_width - 1:0]      s_axi_ctl_araddr    ;
    input                               s_axi_ctl_arvalid   ;
    output                              s_axi_ctl_arready   ;
    output  [32 - 1:0]                  s_axi_ctl_rdata     ;
    output                              s_axi_ctl_rvalid    ;
    input                               s_axi_ctl_rready    ;
    output  [1:0]                       s_axi_ctl_rresp     ;
    input                               p_axi_wvalid        ;
    input                               p_axi_wready        ;
    input   [p_axi_data_width/8 - 1:0]  p_axi_wstrb         ;
    wire    [axi_addr_width - 1:0]      w_ctl_waddr         ;
    wire    [32 - 1:0]                  w_ctl_wdata         ;
    wire    [32/8 - 1:0]                w_ctl_wstrb         ;
    wire                                w_ctl_wvalid        ;
    wire                                w_ctl_wready        ;
    wire    [axi_addr_width - 1:0]      w_ctl_raddr         ;
    wire    [32 - 1:0]                  w_ctl_rdata         ;
    wire                                w_ctl_rvalid        ;
    wire                                w_ctl_rready        ;
    axi4l_sif
    #
    (
        .axi4l__addr_width  (axi_addr_width     ),
        .axi4l__data_width  (32                 )
    )
    inst_axi4l_sif_ctl
    (
        .sys__clk           (clk                ),
        .sys__srstn         (srstn              ),
        .axi4l__s_awaddr    (s_axi_ctl_awaddr   ),
        .axi4l__s_awprot    (                   ),
        .axi4l__s_awvalid   (s_axi_ctl_awvalid  ),
        .axi4l__s_awready   (s_axi_ctl_awready  ),
        .axi4l__s_wdata     (s_axi_ctl_wdata    ),
        .axi4l__s_wstrb     (s_axi_ctl_wstrb    ),
        .axi4l__s_wvalid    (s_axi_ctl_wvalid   ),
        .axi4l__s_wready    (s_axi_ctl_wready   ),
        .axi4l__s_bresp     (s_axi_ctl_bresp    ),
        .axi4l__s_bvalid    (s_axi_ctl_bvalid   ),
        .axi4l__s_bready    (s_axi_ctl_bready   ),
        .axi4l__s_araddr    (s_axi_ctl_araddr   ),
        .axi4l__s_arprot    (                   ),
        .axi4l__s_arvalid   (s_axi_ctl_arvalid  ),
        .axi4l__s_arready   (s_axi_ctl_arready  ),
        .axi4l__s_rdata     (s_axi_ctl_rdata    ),
        .axi4l__s_rresp     (s_axi_ctl_rresp    ),
        .axi4l__s_rvalid    (s_axi_ctl_rvalid   ),
        .axi4l__s_rready    (s_axi_ctl_rready   ),
        .acc__waddr         (w_ctl_waddr        ),
        .acc__wdata         (w_ctl_wdata        ),
        .acc__wstrb         (w_ctl_wstrb        ),
        .acc__wvalid        (w_ctl_wvalid       ),
        .acc__wready        (w_ctl_wready       ),
        .acc__raddr         (w_ctl_raddr        ),
        .acc__rdata         (w_ctl_rdata        ),
        .acc__rvalid        (w_ctl_rvalid       ),
        .acc__rready        (w_ctl_rready       )
    );
    integer i;
    reg [$clog2(p_axi_data_width/8):0] r_wdata_bytes;
    reg [31:0] r_counter;
    assign w_ctl_wready = 1'b1;
    assign w_ctl_rready = 1'b1;
    assign w_ctl_rdata = r_counter;
    generate
        always @ (*)
        begin
            r_wdata_bytes = 'b0;
            for (i = 0; i < p_axi_data_width/8; i = i + 1)
            begin: w_wdata_bytes
                r_wdata_bytes = r_wdata_bytes + p_axi_wstrb[i];
            end
        end
    endgenerate
    always @ (posedge clk)
        if (!srstn || !enable)
            r_counter <= 'b0;
        else
            if (p_axi_wvalid && p_axi_wready)
                r_counter <= r_counter + r_wdata_bytes;
endmodule
==> Changelog: implementation <==
## Implementation

- Run status: complete, no violations
- Final clock skew: 0.0114 ns
- Worst endpoint required time: roughly 8.6 ns
- Unrepaired setup endpoints after global routing: no
- Dominant cell type by area after synthesis: dfxtp_1
- Area Growth Syn to Fin: 27.4%
- Measured slew at the worst slew-check pin: slightly below 0.7 ns
- Remaining global-route overflow: 0
- Slowest cell on the critical path: fa_1
- Clock tree from TritonCTS: built
- Die height: 85.5 microns
- Number of H-tree levels: 3
- Routed via count divided by cell count: around 5.1
- Cell with the most instances on the worst path: fa_1
- Final Instance Count excl. Fillers: roughly 500
- Max incr delay on CP: roughly 0.55 ns
- Met2 wire length: 2700 microns
- P_leak: roughly 1.6 nW
- Top-level port count: 167
- Row Count: 30
- # Cells Yosys: approximately 350
- Synthesized instance count: between 300 and 400
- Final setup violation count: 0
- Count of inserted antenna diode cells: 0
- Pre-antenna DRT Iters: 4
- Routed length per instance: around 13 microns
- Chip footprint: approximately 7300 sq um
- Detail Route met3 WL: around 250 microns
- Final tally of max-slew violations: 0
- Inst Count DP: 484
- Max-capacitance violation count: 0
- First-pass GRT wire length: between 10,000 and 15,000 microns
- Number of buffer cells added on primary ports: between 60 and 70
- Layout cell share with drive strength beyond 1: 8.81%
- Crit path launch type: input port
- Pin count of the biggest net entering global routing: 40
- Max Fanout on Critical Path: 11
- Hold-fix buffers at CTS: 0
- Tot GR Track Use: between 10% and 20%
- Count of distinct cell types in the synthesized netlist: 36
- Source-to-sink clock delay at the later pin of the worst-skew pair: 0.34 ns
- TritonCTS Sinks: ~70
- Wire length on met1: between 3000 and 4000 microns
- Layout Utilization: roughly two thirds
- Type of the setup path with the least slack: in -> reg
- Total tool warning count: 126
- Crit end category: flop
- Floorplan core density: ~52%
- Final total negative setup slack: 0 ns
- Antenna violations before repair: 0
- Width of the chip: 85.5 microns
- Share of synthesized area occupied by flip-flops and latches: about two fifths
- Count of filler cells inserted in the layout: ~540
- Chain of cells forming the critical path: clkdlybuf4s50_1 > fa_1 > inv_1 > fa_1 > fa_1 > fa_1 > fa_1 > fa_1 > and2b_1 > o211ai_1 > buf_4 > a2111o_1 > or3_1 > a21oi_1
- Crit share post-route: 74.6%
- Tightest hold margin: roughly 0.42 ns
- Fmax: 0.162 GHz
- Total wire length after detailed routing: 6290 microns
- Average cell area after synthesis: approximately 9.8 sq um
- Total vias in the final route: 2,557
- Worst hold path class: reg -> reg
- Buffers from clock root to sink, at most: 2
- Initial DRC count: 86
- Top area cells in the synthesized netlist: dfxtp_1 (40%), mux2i_1 (9.2%), fa_1 (6.9%)
- Remaining antenna violation count: 0
- Final Hold Fails: 0
- Worst IR Drop VDD: ~0.000094 V
- Shortest period the worst path allows: between 6 and 7 ns
- Post-synthesis sequential element count: around 70
- Global placer's final weighted congestion: slightly below 0.8
- Highest signal layer in the routed design: met4
- CORE AREA: ~6800 sq um
- Register clock-pin slew on the reported worst setup and hold paths: approximately 0.070 ns
- Post-CTS setup buffers: 0
- Proportion of netlist area held by the largest area contributor: 40.2%
- Count of instances resized after the clock tree is built: 0
- Clock buffer count from CTS: 9
- CP arrival: about 6.5 ns
- Power density over the cells: around 190 nW/um^2
- Hpwl dp: between 4000 and 5000 microns
- Chip Area, Yosys: approximately 3500 sq um
- Root Buffer: clkbuf_8
- Via count of the first global-routing pass: 2,425
- Remaining routing DRC violations: 0
- Total number of yosys warnings: 2
- Headroom to the max-slew limit: a little under three fifths
- Mapped cell area: around 3500 sq um
==> sequential cells by signal, summed over array words and instances, names as in the netlist <==
| register | flops |
|---|---|
| inst_axi4l_sif_ctl.r_rch_cur_state | 3 |
| inst_axi4l_sif_ctl.r_reged_rdata | 32 |
| inst_axi4l_sif_ctl.r_wch_cur_state | 3 |
| r_counter | 32 |
==> layout by cell type, fill, tap and decap left out, types with 5 or more instances in the layout <==
master and instances:
inv_1 30, fa_1 12, xnor2_1 26, nor2_1 29, mux2i_1 32, buf_4 7, a21oi_1 12, clkdlybuf4s50_1 62
nand4_1 7, ha_1 8, o21ai_0 5, nor2b_1 34, a2111oi_2 11, nand2_1 11, dfxtp_1 69, clkbuf_8 11
nand3_1 8, a211oi_1 7
==> cells by family (layout without fill, tap and decap cells) <==
logic type               count (synthesis)  in the layout  share of synthesized area (%)
AND-OR/OR-AND                           43             43                           10.6
XOR/XNOR                                26             26                           6.54
adder cells (fa/ha/maj)                 20             20                           9.77
buffers and inverters                   52            115                           6.39
flip-flops                              70             70                           40.2
multiplexers                            32             32                           9.19
other                                    1              4                          0.108
AND/OR/NAND/NOR                        110            110                           17.2
==> critical path: cells and delay by family <==
family | cells | cell delay [ns]
simple gates | 2 | 0.58
fa+ha+maj | 6 | 2.79
compound gates | 3 | 0.72
buf+inv | 3 | 0.68
==> path summary, 6_finish.rpt <==
path | slack (ns) | startpoint | end | depth (start not counted)
max | 2.11 | p_axi_wstrb[0] | r_counter[26] | 14
min | 0.42 | inst_axi4l_sif_ctl.r_wch_cur_state[2] | inst_axi4l_sif_ctl.r_wch_cur_state[1] | 1
max reg2reg | 4.02 | r_counter[0] | r_counter[26] | 12
min reg2reg | 0.42 | inst_axi4l_sif_ctl.r_wch_cur_state[2] | inst_axi4l_sif_ctl.r_wch_cur_state[1] | 1
==> cells in the mapped netlist <==
cell	number
dfxtp_1	70
nor2b_1	34
mux2i_1	32
inv_1	30
nor2_1	29
xnor2_1	26
a21oi_1	12
fa_1	12
a2111oi_2	11
clkbuf_1	11
nand2_1	11
ha_1	8
nand3_1	8
a211oi_1	7
nand4_1	7
buf_4	6
o21ai_0	5
and3_1	4
buf_2	4
and2_1	3
and4_1	3
or3_1	3
a2111oi_0	2
nand2b_1	2
nor3b_1	2
o31ai_1	2
a2111o_1	1
a21boi_0	1
and2b_1	1
and4_4	1
buf_1	1
conb_1	1
nand2_4	1
nor3_1	1
o2111ai_1	1
o211ai_1	1
==> layer usage <==
metal | vias to the layer above | track usage, %
li1 | 1311 | -
met5 | - | 0
met1 | 1174 | 33.0
met2 | 60 | 27.8
met4 | 0 | 3.03
met3 | 12 | 2.17
==> area by class of cell <==
cell class                 count  area (sq um)  share of cell area, %
timing repair buffer          69           673                   15.2
inverter                      30           113                   2.54
multi-input combinational    235          1870                   42.2
clock inverter                 5           129                   2.90
clock buffer                  11           151                   3.41
tap                           80           100                   2.25
sequential                    70          1400                   31.6
==> power by group <==
part / leakage [nW] / internal, W / switching (W)
Sequential: 0.565 / 0.000339 / 0.00000248
Clock: 0.140 / 0.000247 / 0.000125
Combinational: 0.846 / 0.0000719 / 0.0000736
Total: 1.55 / 0.000658 / 0.000201
==> stage by stage <==
step | setup WS [ns] | total power (W) | cell area, sq um
6_report | 2.11 | 0.000859 | 4440
5_1_grt | 1.94 | 0.000908 | 4440
2_1_floorplan | 2.58 | 0.000457 | 3500
4_1_cts | 2.10 | 0.000869 | 4440
3_3_place_gp | 1.82 | 0.000493 | 4160
3_5_place_dp | 1.77 | 0.000494 | 4160
Power and IR drop assume default switching activity.
